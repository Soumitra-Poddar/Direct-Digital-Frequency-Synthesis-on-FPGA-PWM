===== flow/config.mk =====
export PLATFORM = sky130hd
export DESIGN_NAME = TriangularWave_Module
export DESIGN_NICKNAME = TriangularWave_Module
export VERILOG_FILES = /design/flow/design.v
export SDC_FILE = /design/flow/constraint.sdc
export NUM_CORES = 4
export LEC_CHECK = 1
export CORE_AREA = 10 10 111 111
export DIE_AREA = 0 0 121 121

===== flow/constraint.sdc =====
current_design TriangularWave_Module

set clk_period 4.6
set clk_io_pct 0.2

create_clock -name clk0 -period $clk_period [get_ports {clk}]

set non_clock_inputs [all_inputs -no_clocks]
set_input_delay [expr $clk_period * $clk_io_pct] -clock clk0 $non_clock_inputs
set_output_delay [expr $clk_period * $clk_io_pct] -clock clk0 [all_outputs]

===== flow/design.v =====
`timescale 1ns / 1ps
module TriangularWave_Module (
    input  clk,
    input  resetn,
    output [15:0] Tri_out
);
    reg  [23:0] Accm;
    reg  [23:0] FCW;
    reg  [15:0] Tri_reg;
    wire [15:0] ramp_val;
    wire  direction;
    assign Tri_out   = Tri_reg;
    assign direction = Accm[23];
    assign ramp_val  = Accm[22:7];
    always @(posedge clk or negedge resetn) begin
        if (!resetn) begin
            Accm     <= 24'd0;
            FCW      <= 24'd16600;  
            Tri_reg  <= 16'd0;
        end
        else begin
            Accm <= Accm + FCW;
            if (direction == 1'b0)
                Tri_reg <= ramp_val  - 16'd32768;
            else
                Tri_reg <= 16'd32767 - ramp_val;
        end
    end
endmodule

===== flow/run.sh =====
#!/bin/bash
# OpenROAD 26Q1-2900-gdf79404cd8, Yosys 0.63+post, stock flow scripts
make -C /OpenROAD-flow-scripts/flow DESIGN_CONFIG=/design/flow/config.mk WORK_HOME=/design/flow/orfs finish

==> metrics.yaml <==
grt_pass1_vias: 855
grt_pass1_wl_mm: 4.26
crit_path_end_kind: "output port"
final_common_cell: "dfrtp_1"
ant_nets: 0
yosys_cells: 110
drt_iter0_drc: 8
cp_data_arrival_time_ps: 1130
cts_buffers: 5
synth_flops: 37
port_buffers: 17
worstReg2RegEnd: "Accm[19]"
first_pass_iters: 4
wire_per_inst_um: 9.24
worstMarginPinSlew_ps: 856
num_vias: 844
holdPathEnd: "Accm[3]"
worstPathRequired_ps: 3680
htreeDepth: 2
avgSynthCellArea_um2: 13.5
busiest_layer: "met2"
power_density_nw_per_um2: 317
synth_seq_share_pct: 62.6
ir_worst_vdd_mv: 0.140
row_count: 36
num_io_pins: 18
grt-ovfl-total: 0
grt_max_degree: 38
netlist_area_um2: 1480
relSlewSlack_pct: 42.9
maxSlewViolCount: 0
post-dp-hpwl_mm: 1.67
warnings: 25
cpPeakStageDelay_ps: 470
crit_fanout: 1
core_um2: 9860
min_path_cells: 1
skew_ps: 6.13
gr-usage-met2_pct: 4.76
cpLargestDelayFamily: "buffers and inverters"
cts.path.max_buffers: 2
rrSetupSlack_ps: 3010
rsz0062_at_grt: "false"
path_clk_slew_ps: 70
flop_cell: "dfrtp_1"
r2r-start: "Accm[3]"
max_freq_mhz: 488
cts.repair.resized: 0
area_delta_synth_final_pct: 29.7
dp_slack_ps: 2870
min-delay-start: "Accm[3]"
die_width_um: 121
r2r.worst_path.cells: 6
cts_tree: "yes"
fin_crit_ps: 2050
fin_setup_tns_ps: 0
cp-start-kind: "flop"
netlist_instances: 110
p_leak_uw: 0.000780
cap_violations: 0
root_buffer: "clkbuf_8"
ys_chip_area_um2: 1480
cts_setup_buffers: 0
wirelength_mm: 2.45
path_buffers: 1
cts.sinks: 37
min_path_type: "flop to flop"
ctsHoldBuffers: 0
worstPathCellList: "clkdlybuf4s50_1"
cp_slowest_cell: "clkdlybuf4s50_1"
setup_viol: 0
clkLatencyLatePin_ps: 280
grt_usage_pct: 3.47
yosysWarnings: 1
status: "completed"
fin_ws_ps: 2550
fp-utilization_pct: 15.0
gp_routability_congestion: 0.752
route.detailed.drc: 0
async_flop_share_pct: 100
grt_use_met3_pct: 1.79
synth.distinct_cells: 24
drive_gt1_share_pct: 9.85
synth-edff-count: 0
chipArea_um2: 14600
lay_top_cells: "dfrtp_1, xor2_1, clkdlybuf4s50_1, xnor2_1, nand2_1"
hold_violations: 0
routed_via_density: 3.18
period_used_pct: 44.5
antenna_found_initial: 0
antenna_cells: 0
grt_use_met1_pct: 4.71
die-height_um: 121
largest_reg_flops: 21
crit_type: "flop to output port"
-- worst max-delay path by stage --
stage | startpoint | endpoint | slack [ps] | depth (start not counted)
finish | Tri_reg[6] | Tri_out[6] | 2550 | 1
CTS | Tri_reg[5] | Tri_out[5] | 2530 | 1
global route | Tri_reg[5] | Tri_out[5] | 2490 | 1
-- cell type report --
type	instances	area, µm²
fillers	1034	7950
flip-flops and latches	37	926
multi-input cells	66	523
repair buffers	18	178
well taps	133	166
clock buffers	5	68.8
clock inverters	3	46.3
inverters	3	11.3
-- kinds of logic after synthesis --
logic type	synth area share [%]
AND-OR/OR-AND	7.27
XOR/XNOR	20.1
adder cells (fa/ha/maj)	0.845
buffers and inverters	2.11
flip-flops	62.6
AND/OR/NAND/NOR	7.10
-- where the power goes --
group	internal, µW	total, µW	leakage [µW]	switching (µW)
Combinational	1.30	7.20	0.000284	5.90
Sequential	325	325	0.000442	0
Clock	162	277	0.0000543	115
-- routing by layer --
metal | routed length [µm] | vias to the layer above | part of all wire, %
met3 | 221 | 2 | 9.0
li1 | - | 402 | -
met1 | 1140 | 422 | 47
met4 | 40 | 0 | 1.6
met2 | 1040 | 18 | 43
met5 | 0 | - | 0
-- per-stage QoR --
step / hold WS [ps] / util [%] / instances / power [µW] / instance area [µm²]
2_1_floorplan: 414 / - / 110 / 332 / 1480
3_3_place_gp: 425 / 18.3 / 257 / 339 / 1800
3_5_place_dp: 440 / 18.3 / 257 / 339 / 1800
4_1_cts: 452 / 19.5 / 265 / 618 / 1920
5_1_grt: 488 / 19.5 / 265 / 635 / 1920
6_report: 445 / 19.5 / 265 / 609 / 1920
-- Yosys cell counts (2+ instances only) --
library cell | number | area [µm²]
a21oi_1 | 2 | 10.0
and4_1 | 2 | 17.5
buf_2 | 3 | 15.0
dfrtp_1 | 37 | 926
inv_1 | 3 | 11.3
nand2_1 | 7 | 26.3
nand2b_1 | 2 | 12.5
o2111ai_1 | 2 | 17.5
o211ai_1 | 2 | 15.0
o21ai_0 | 4 | 20.0
xnor2_1 | 16 | 140
xor2_1 | 18 | 158
Power and IR drop assume default switching activity.
