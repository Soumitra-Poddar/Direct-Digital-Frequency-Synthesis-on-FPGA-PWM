==> flow/run.sh <==
#!/bin/bash
# OpenROAD 26Q1-2900-gdf79404cd8, Yosys 0.63+post, stock flow scripts
make -C /OpenROAD-flow-scripts/flow DESIGN_CONFIG=/design/flow/config.mk WORK_HOME=/design/flow/orfs finish
==> flow/config.mk <==
export PLATFORM = sky130hd
export DESIGN_NAME = triangular_wave_generator
export DESIGN_NICKNAME = triangular_wave_generator
export VERILOG_FILES = /design/flow/design.v
export SDC_FILE = /design/flow/constraint.sdc
export NUM_CORES = 4
export LEC_CHECK = 1
export CORE_UTILIZATION = 40
==> flow/constraint.sdc <==
current_design triangular_wave_generator

set clk_period 5.7
set clk_io_pct 0.2

create_clock -name clk0 -period $clk_period [get_ports {clk}]

set non_clock_inputs [all_inputs -no_clocks]
set_input_delay [expr $clk_period * $clk_io_pct] -clock clk0 $non_clock_inputs
set_output_delay [expr $clk_period * $clk_io_pct] -clock clk0 [all_outputs]
==> flow/design.v <==
`timescale 1ns / 1ps
module triangular_wave_generator (
    input wire clk,            
    input wire reset,          
    input wire [15:0] step_size,  
    output reg signed [15:0] tri_out   
);
    reg [15:0] counter;            
    reg signed [15:0] tri_value;   
    reg direction;                 
    parameter MAX_VALUE = 16'd32767;    
    parameter MIN_VALUE = -16'd32768;   
    parameter STEP_INCREMENT = 16'd256;  
    always @(posedge clk or posedge reset) begin
        if (reset) begin
            counter <= 16'd0;
            tri_value <= MIN_VALUE;   
            direction <= 1'b0;        
            tri_out <= MIN_VALUE;
        end
        else begin
            counter <= counter + 1'b1;
            if (counter >= step_size) begin
                counter <= 16'd0;   
                if (direction == 1'b0) begin   
                    if (tri_value >= (MAX_VALUE - STEP_INCREMENT)) begin
                        tri_value <= MAX_VALUE;
                        direction <= 1'b1;   
                    end
                    else begin
                        tri_value <= tri_value + STEP_INCREMENT;
                    end
                end
                else begin   
                    if (tri_value <= (MIN_VALUE + STEP_INCREMENT)) begin
                        tri_value <= MIN_VALUE;
                        direction <= 1'b0;   
                    end
                    else begin
                        tri_value <= tri_value - STEP_INCREMENT;
                    end
                end
                tri_out <= tri_value;
            end
        end
    end
endmodule
==> flow_metrics.py <==
# Auto-generated metrics
metrics = {
    "yosys": {
        "netlist.area_leader.share_pct": 36.2,
        "ys_area_sq_um": 2280,
        "yosys-top-cells-area": "dfrtp_1 36%, ha_1 12%, mux2_2 4.4%, xor2_1 4.2%, nor2_1 4.1%",
        "ys_cells": 248,
        "ff_type": "dfrtp_1",
        "ys_warn_count": 1,
        "synth_cells": 248,
        "yosysTopAreaCell": "dfrtp_1",
        "top_cell": "dfrtp_1",
        "ys_seq_share_pct": 38.5,
        "numSynthFlops": 35,
        "enable_flop_cells": 0,
        "synthArstFlopShare_pct": 100,
        "yosys.cell_types.count": 46,
        "ys_top_cells_by_count": "33 x dfrtp_1, 25 x nor2_1, 23 x inv_1",
        "post_synth.cell_area_avg_sq_um": 9.20,
        "synth_area_sq_um": 2280,
    },
    "route": {
        "routedWlPerCell_um": 12.2,
        "avgViaCountPerCell": 5.07,
        "firstDrtPassIters": 4,
        "postRouteWirelength_um": 4210,
        "drt_iter0_drc": 61,
        "vias": 1754,
        "ant_nets": 0,
        "antenna-diode-count": 0,
        "drc": 0,
    },
    "timing": {
        "period_minus_slack_ns": 3.43,
        "final_max_slew_viol_count": 0,
        "rsz0062_at_grt": "false",
        "tightestPinTransition_ns": 0.454,
        "hold_viol": 0,
        "hold-worst-slack_ns": 0.511,
        "fin_setup_tns_ns": 0,
        "relSlewSlack_pct": 69.8,
        "timing.fmax_mhz": 291,
        "setup_violations": 0,
        "period_used_pct": 60.2,
        "finClkSkew_ns": 0.0106,
    },
    "clock_network": {
        "clock_latency_ns": 0.29,
        "cts_buffers": 5,
        "h-tree-depth": 2,
        "ctsLongestPathBuffers": 2,
        "clkSinkCount": 35,
        "cts_tree": "done",
        "cts_resized": 0,
        "cts_hold_buf": 0,
        "clkTransAtPathRegs_ns": 0.07,
        "post_cts_buffers": 0,
        "clock-root-buffer": "clkbuf_8",
    },
    "global_route": {
        "grt_first_pass_wirelength_um": 7460,
        "grt_pass1_vias": 1632,
        "overflow": 0,
        "grt_max_degree": 46,
        "grt_util_all_layers_pct": 15.7,
        "antenna_found_initial": 0,
    },
    "setup_path": {
        "end_kind": "register",
        "cp_cell_sequence": "clkdlybuf4s50_1, inv_1, ha_1, nand2_1, o21ai_1, a41oi_1, o41ai_4, buf_4, o221ai_1, a22o_1",
        "path_class": "input port to register",
        "crit_buf_inv": 3,
        "start_kind": "input port",
        "r2r_setup_slack_ns": 3.13,
        "critPathSlowestCell": "clkdlybuf4s50_1",
        "cp_top_family": "AND-OR/OR-AND gates",
        "critPathRequiredTime_ns": 5.87,
        "slowest_delay_ns": 0.45,
        "crit_arrival_ns": 3.60,
        "critPathMaxFanout": 45,
    },
    "finish": {
        "drive_above_1_share_pct": 8.39,
        "area_growth_pct": 18.5,
        "final_util_pct": 49.1,
        "n_fill_cell": 521,
    },
    "placement": {
        "place_congestion": 0.919,
        "portBuffers": 33,
        "hpwl_um": 2920,
    },
    "floorplanning": {
        "core-area_sq_um": 5510,
        "dieArea_sq_um": 6010,
        "rows": 27,
        "die_h_um": 77.5,
        "io_pins": 34,
        "dieWidth_um": 77.5,
        "initCoreUtil_pct": 41.4,
    },
    "pwr": {
        "p_per_area_nw_per_um2": 246,
        "leakagePower_nw": 1.31,
        "ir_drop_v": 0.000175,
    },
    "status": {
        "outcome": "finished, final reports clean",
    },
    "hold_path": {
        "hp-class": "register to register",
    },
    "run": {
        "cap_viol_max_count": 0,
        "tool_warnings": 28,
    },
}
==> stage by stage <==
step | power (mW) | setup slack [ns] | instance area [sq um] | instances
after floorplan | 0.441 | 2.73 | 2280 | 248
after global placement | 0.486 | 1.95 | 2610 | 338
after detailed placement | 0.489 | 1.92 | 2610 | 338
after CTS | 0.677 | 2.24 | 2700 | 346
after global routing | 0.713 | 2.04 | 2700 | 346
final | 0.666 | 2.27 | 2700 | 346
==> worst reg2reg max path, cell delays in order, from the launching register on <==
cell	delay (ns)
dfrtp_1	0.45
inv_1	0.07
ha_1	0.27
nor2b_1	0.04
o21ai_1	0.12
a41oi_1	0.24
o41ai_4	0.36
buf_4	0.45
o221ai_1	0.22
a22o_1	0.26
==> report_power, final <==
group / switching, mW / internal [mW]
Sequential: 0.0370 / 0.278
Combinational: 0.0856 / 0.0821
Clock: 0.0857 / 0.0974
Total: 0.208 / 0.457
==> per-layer routing <==
layer,share of wire [%],track usage [%]
met1,51,25.0
met5,0,0
met4,1.3,1.51
met2,44,24.2
met3,3.3,2.63
==> registers in the layout (all words and copies together), names as in the netlist <==
name	count
counter	16
tri_out	9
tri_value	9
direction	1
==> cells in the final DEF (no fill, tap or decap), types with 2 or more instances in the layout <==
master,count
a22o_1,3
nand4_1,3
a41oi_1,2
nor2_1,25
dfstp_2,2
or3_1,3
xnor2_1,3
a21oi_1,14
a21o_1,2
o21ai_0,16
o31ai_1,2
nand3_1,10
dfrtp_1,33
a31oi_1,2
clkbuf_8,6
and3_1,5
a211oi_1,3
ha_1,21
inv_1,23
mux2_2,9
nand2_1,16
buf_4,2
xor2_1,11
clkdlybuf4s50_1,33
nor2b_1,2
nor3_1,2
==> final timing paths <==
kind                                   start  cells past startpoint            end
worst max-delay path            step_size[2]                     10  tri_value[10]
worst min-delay path             tri_out[14]                      1    tri_out[14]
worst max register to register    counter[0]                      9  tri_value[10]
worst min register to register   tri_out[14]                      1    tri_out[14]
max in group asynchronous              reset                      3    tri_out[15]
min in group asynchronous              reset                      3     counter[5]
==> cells by family after synthesis <==
logic type / share of synthesized area [%]
buffers and inverters: 8.34
AND-OR/OR-AND: 16.7
adder cells (fa/ha/maj): 11.5
multiplexers: 4.44
XOR/XNOR: 5.38
flip-flops: 38.5
AND/OR/NAND/NOR: 15.1
==> area by class of cell <==
cell class	instances	area [sq um]	area share (%)
clock inverter	1	5.00	0.185
tap	72	90.1	3.33
multi-input combinational	173	1210	44.8
inverter	23	86.3	3.19
sequential	35	878	32.5
timing repair buffer	35	345	12.8
clock buffer	7	86.3	3.19
Power figures rest on the tool's default switching activity, not on a simulated workload.
